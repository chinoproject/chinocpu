`/design/flow/design.v`:
```
module inst_rom(
	input wire                    						ce,
	input wire[31:0]							addr,
	output reg[63:0]								inst
);
	reg[63:0]  inst_mem[0:64-1];
	reg[64 - 1:0] taddr;
	always @ (*) begin
		inst_mem[0] <= 64'h2110000010000000;
		inst_mem[1] <= 64'h0000000000000000;
		inst_mem[4] <= 64'h20b1080000000400;
		inst_mem[5] <= 64'h12a5840000000000;
		inst_mem[6] <= 64'h20b0840000019000;
		inst_mem[7] <= 64'h1295840000000000;
		inst_mem[8] <= 64'h42d0000000000000;
		inst_mem[9] <= 64'h0000000000000000;
		inst_mem[32] <= 64'h2081000000000000;
		inst_mem[33] <= 64'h2080800000320000;
		inst_mem[34] <= 64'h1295840000000000;
		inst_mem[35] <= 64'h2080880002008000;
		inst_mem[36] <= 64'h1296040000000000;
		inst_mem[37] <= 64'h2110000012800000;
		inst_mem[38] <= 64'h0000000000000000;
		if (ce == 1'b0) begin
			inst <= 64'h0000000000000000;
	  end else begin
		  taddr <= addr[6+2:3];
		  inst <= inst_mem[taddr];
		end
	end
endmodule
```
`/design/flow/run.sh`:
```
#!/bin/bash
# OpenROAD 26Q1-2900-gdf79404cd8, Yosys 0.63+post, stock flow scripts
make -C /OpenROAD-flow-scripts/flow DESIGN_CONFIG=/design/flow/config.mk WORK_HOME=/design/flow/orfs finish
```
`/design/flow/config.mk`:
```
export PLATFORM = sky130hd
export DESIGN_NAME = inst_rom
export DESIGN_NICKNAME = inst_rom
export VERILOG_FILES = /design/flow/design.v
export SDC_FILE = /design/flow/constraint.sdc
export NUM_CORES = 4
export LEC_CHECK = 1
export CORE_AREA = 10 10 72 72
export DIE_AREA = 0 0 82 82
```
`/design/flow/constraint.sdc`:
```
current_design inst_rom

set clk_period 1.6
set clk_io_pct 0.2

create_clock -name clk0 -period $clk_period

set non_clock_inputs [all_inputs -no_clocks]
set_input_delay [expr $clk_period * $clk_io_pct] -clock clk0 $non_clock_inputs
set_output_delay [expr $clk_period * $clk_io_pct] -clock clk0 [all_outputs]
```
==> results.py <==
# Metrics from the implementation run
metrics = {
    "global_routing": {
        "grt_max_degree": 17,
        "number_of_global_route_vias_before_repair": 758,
        "global_route_wire_length_before_repair_mm": 3.51,
        "globalRouteOverflowTotal": 0,
        "track_usage": 0.0620,
        "antenna_found_initial": 0,
    },
    "route": {
        "firstDrtPassIters": 4,
        "post_drt_wl_per_cell_um": 11.9,
        "n_antenna_cell": 0,
        "route.final.wire_length_mm": 2.36,
        "drt-vias-per-instance": 3.84,
        "drc": 0,
        "drt_first_iter_violations": 55,
        "drt.antenna.violating_nets": 0,
        "vias": 761,
    },
    "floorplan": {
        "top_level_ports": 97,
        "core_utilization_at_floorplan": 0.225,
        "die_area_mm2": 0.00672,
        "die_h_um": 82,
        "dieWidth_um": 82,
        "std_cell_rows": 22,
        "placeableCoreArea_mm2": 0.00369,
    },
    "yosys": {
        "syn_area_cell_um2": 7.03,
        "synth.yosys.chip_area_um2": 830,
        "netlist_instances": 118,
        "ys.flop_type": "sky130_fd_sc_hd__dlxtp_1",
        "postSynth.asyncResetShare": 0,
        "yosysWarnings": 3138,
        "synthesis.area_um2": 830,
        "synth_flop_count": 6,
        "yosys_cells": 118,
        "number_of_enable_type_register_cells_in_the_synthesized_netlist": 0,
        "yosysUniqueCellTypes": 36,
    },
    "worst_setup_path": {
        "critPathCaptureType": "primary output",
        "cp_data_required_time_ns": 1.28,
        "worst-endpoint-arrival_ns": 1.23,
        "worst-setup-path-type": "in -> out",
        "critPathLaunchType": "input port",
        "cp_max_fo": 4,
    },
    "placement": {
        "placement_setup_slack_ns": -0.752,
        "dp.cells": 192,
        "dpl_cell_area_mm2": 0.00103,
        "port_buffers": 32,
        "place.gp.congestion": 0.873,
        "place_hpwl_mm": 1.96,
    },
    "timing": {
        "unclocked_regs": 6,
        "count_of_endpoints_without_a_timing_constraint": 6,
        "timing_worst_slew_pin_value_ns": 0.542,
        "whs_ns": 1.12,
        "setup_slack_ns": 0.0456,
        "post-route-min-period_ns": 1.55,
        "max-slew-margin-rel": 0.639,
        "fin_crit_sh": 0.971,
        "clock.fmax_mhz": 643,
        "grt_setup_unrepaired": "true",
        "totalNegativeSetupSlack_ns": 0,
        "report.final.hold_viol_count": 0,
        "final-max-slew-violation-count": 0,
        "finalSetupViolations": 0,
    },
    "finish": {
        "largest_registers": "taddr x6",
        "area_delta_synth_final_pct": 37.9,
        "largest_register": "taddr",
        "largest_reg_flops": 6,
        "utilization": 0.310,
        "layout.cells.non_filler": 198,
        "layout-drive-gt1-share": 0.187,
        "final_cell_area_mm2": 0.00114,
    },
    "power": {
        "power_mw": 0.123,
        "power.static_leakage_nw": 0.597,
        "power.density_cell_area_mw_per_mm2": 107,
        "irDropWorstVdd_v": 0.0000666,
    },
    "job": {
        "maxCapViolations": 0,
        "log.warning_count": 59,
    },
    "hold_path": {
        "hold_class": "in -> out",
    },
    "status": {
        "status": "finished clean",
    },
    "clock_tree": {
        "post_cts_hold_buffer_count": 0,
    },
}
==> worst max-delay path, stage by stage <==
cell and delay [ns]:
sky130_fd_sc_hd__buf_6 0.10, sky130_fd_sc_hd__nor3b_4 0.14, sky130_fd_sc_hd__buf_6 0.13, sky130_fd_sc_hd__buf_4 0.12
sky130_fd_sc_hd__a311o_1 0.30, sky130_fd_sc_hd__buf_2 0.12
==> synth_stat cells, drive strengths merged (2+ instances only) <==
cell | n | area, µm²
o21a | 2 | 15.0
buf | 48 | 355
nor3 | 3 | 15.0
a21oi | 6 | 30.0
nand3b | 2 | 15.0
dlxtp | 6 | 90.1
nand2b | 6 | 37.5
o21ai | 3 | 15.0
nand2 | 6 | 22.5
nor2 | 10 | 37.5
inv | 2 | 7.51
==> logic make-up after synthesis <==
| kind of cell | synth area share |
|---|---|
| simple gates | 0.255 |
| xor+xnor | 0.0211 |
| compound gates | 0.143 |
| other cells | 0.00452 |
| mux | 0.0256 |
| latches | 0.109 |
| buf+inv | 0.442 |
==> cells in the final DEF, fill, tap and decap left out, drive strengths merged, types with 2 or more instances in the layout <==
cell type,Yosys,final
conb,1,39
dlygate4sd2,0,14
clkdlybuf4s50,0,13
buf,48,13
nor2,10,10
dlxtp,6,6
nand2b,6,6
nand2,6,6
a21oi,6,6
nor3,3,3
o21ai,3,3
inv,2,2
o21a,2,2
nand3b,2,2
dlymetal6s2s,0,2
==> final timing paths <==
check             slack, ns  endpoint  cells after the start  start
hold / removal         1.12  inst[54]                      5     ce
setup / recovery       0.05  inst[57]                      6     ce
==> routing by layer <==
metal  vias up  GRT usage  share of wire
met3         0     0.0165          0.088
met2        38      0.107           0.48
met5         -          0              0
met4         0    0.00340              0
met1       346     0.0790           0.43
li1        377          -              -
==> final cells by class <==
cell class / count / area [µm²]
well taps: 48 / 60.1
multi-input cells: 99 / 592
repair buffers: 43 / 394
inverters: 2 / 7.51
fillers: 408 / 2540
flip-flops and latches: 6 / 90.1
==> repair_timing <==
action / 4_1_cts / 5_1_grt
cloned: 0 / 0
setup buffers: 5 / 2
setup endpoints to repair: 25 / 6
gates resized: 37 / 6
pin swaps: 7 / 4
==> power by group <==
group	internal, mW	switching [mW]
clock	0	0
sequential	0.0106	0.0141
combinational	0.0585	0.0395
total	0.0692	0.0537
Power figures rest on the tool's default switching activity, not on a simulated workload.
